## design/flow/design.v

```verilog
`timescale 1ns/1ns
module ALU_design(OPA_1,OPB_1,CIN,CLK,RST,CMD,CE,MODE,INP_VALID,COUT,OFLOW,RES,G,E,L,ERR);
    parameter WIDTH_O = 8;
    parameter WIDTH_C = 4;
    parameter WIDTH_RES = 2 * WIDTH_O;
    input [WIDTH_O-1:0] OPA_1, OPB_1;
    input CLK, RST, CE, MODE, CIN;
    input [WIDTH_C-1:0] CMD;
    input [1:0]INP_VALID;
    output reg signed [WIDTH_RES-1:0] RES = 'b0;
    output reg COUT = 1'b0;
    output reg OFLOW = 1'b0;
    output reg G = 1'b0;
    output reg E = 1'b0;
    output reg L = 1'b0;
    output reg ERR = 1'b0;
    reg [WIDTH_O-1:0] OPA, OPB;
    integer shift; 
    reg signed [WIDTH_RES-1:0] RES_temp;
    reg COUT_temp, OFLOW_temp, G_temp, E_temp, L_temp, ERR_temp;
    reg [WIDTH_O-1:0]OPA_2,OPB_2;
    always@(posedge CLK or posedge RST)begin   
        if (RST) begin
            OPA <= 0;
            OPB <= 0;
        end else begin
            OPA <= OPA_1;
            OPB <= OPB_1;
        end
    end
    always @(posedge CLK) begin
        case (CMD)
            4'b1001: begin
                OPA_2 = OPA + 1;
                OPB_2 = OPB + 1;
            end
            4'b1010: begin
                OPA_2 = OPA << 1;
                OPB_2 = OPB;
            end
            default: begin
                OPA_2 = OPA;
                OPB_2 = OPB;
            end
        endcase
    end
    always @(posedge CLK or posedge RST) begin
        if (RST) begin
            RES   <= 0;
            COUT  <= 0;
            OFLOW <= 0;
            G     <= 0;
            E     <= 0;
            L     <= 0;
            ERR   <= 0;
        end else if (CE) begin
            RES   <= RES_temp;
            COUT  <= COUT_temp;
            OFLOW <= OFLOW_temp;
            G     <= G_temp;
            E     <= E_temp;
            L     <= L_temp;
            ERR   <= ERR_temp;
        end
    end
always @(*) begin
    if (RST) begin
        RES_temp   = {WIDTH_RES+1{1'b0}};
        COUT_temp  = 1'b0;
        OFLOW_temp = 1'b0;
        G_temp     = 1'b0;
        E_temp     = 1'b0;
        L_temp     = 1'b0;
        ERR_temp   = 1'b0;
    end 
    else if (CE) begin
        RES_temp   = {WIDTH_RES+1{1'b0}};
        COUT_temp  = 1'b0;
        OFLOW_temp = 1'b0;
        G_temp     = 1'b0;
        E_temp     = 1'b0;
        L_temp     = 1'b0;
        ERR_temp   = 1'b0;
        if (MODE == 1'b1) begin
		RES_temp = {WIDTH_RES+1{1'b0}};
                COUT_temp = 1'b0;
                OFLOW_temp = 1'b0;
                G_temp = 1'b0;
                E_temp = 1'b0;
                L_temp = 1'b0;
                ERR_temp = 1'b0;
            if (INP_VALID == 2'b11) begin
                    case (CMD)
                    4'b0000: 
                    begin
                        RES_temp[WIDTH_O-1:0] = OPA + OPB;
                        COUT_temp = RES_temp[WIDTH_O] ? 1 : 0;
                    end
                    4'b0001: 
                    begin
                        OFLOW_temp = (OPA < OPB) ? 1 : 0;
                        RES_temp = OPA - OPB;
                    end
                    4'b0010: 
                    begin
                        RES_temp = OPA + OPB + CIN;
                        COUT_temp = RES_temp[WIDTH_O] ? 1 : 0;
                    end
                    4'b0011: 
                    begin
                        OFLOW_temp = (OPA < OPB) ? 1 : 0;
                        RES_temp = OPA - OPB - CIN;
                    end
                       4'b0100:
                       begin
                           RES_temp = OPA + 1;               
                           OFLOW_temp = RES_temp[WIDTH_O] ? 1 : 0;
                       end
                   4'b0101:
                       begin
                        RES_temp = OPA - 1;               
                           OFLOW_temp = (OPA < 1'b1) ? 1 : 0;
                       end
                       4'b0110:
                       begin
                           RES_temp = OPB + 1;              
                           OFLOW_temp = RES_temp[WIDTH_O] ? 1 : 0;
                       end
                   4'b0111:
                   begin
                           RES_temp = OPB - 1;              
                           OFLOW_temp = (OPB < 1'b1) ? 1 : 0;
                   end
                   4'b1000: 
                   begin
                        RES_temp = {WIDTH_O+1{1'b0}};
                        if (OPA == OPB)
                        begin
                            E_temp = 1'b1;
                            G_temp = 1'b0;
                            L_temp = 1'b0;
                        end
                        else if (OPA > OPB)
                        begin
                            E_temp = 1'b0;
                            G_temp = 1'b1;
                            L_temp = 1'b0;
                        end
                        else
                        begin
                            E_temp = 1'b0;
                            G_temp = 1'b0;
                            L_temp = 1'b1;
                        end
                   end
                   4'b1001: 
                   begin
                        RES_temp = OPA_2 * OPB_2;
                        COUT_temp = RES_temp[WIDTH_O] ? 1 : 0;
                   end
                   4'b1010: 
                   begin
                        RES_temp = OPA_2 * OPB_2;
                        COUT_temp = RES_temp[WIDTH_O] ? 1 : 0;
                   end
                   4'b1011: 
                   begin
                        RES_temp = $signed(OPA) + $signed(OPB);
                        COUT_temp =  RES_temp[WIDTH_O] ? 1 : 0;
                        OFLOW_temp = (~(OPA[WIDTH_O-1] ^ OPB[WIDTH_O-1])) & (OPA[WIDTH_O-1] ^ RES_temp[WIDTH_O-1]);
                        E_temp = (RES_temp == 0) ? 1 : 0;
                        G_temp = (RES_temp > 0) ? 1 : 0;
                        L_temp = (RES_temp < 0) ? 1 : 0;
                   end
                   4'b1100: 
                   begin
                        RES_temp = $signed(OPA) - $signed(OPB);
                        COUT_temp =  (OPA < OPB) ? 1 : 0;
                        OFLOW_temp =(OPA[WIDTH_O-1] != OPB[WIDTH_O-1]) && (RES_temp[WIDTH_O-1] != OPA[WIDTH_O-1]);
                        E_temp = (RES_temp == 0) ? 1 : 0;
                        G_temp = (RES_temp > 0) ? 1 : 0;
                        L_temp = (RES_temp < 0) ? 1 : 0;
                   end
                   default:
                   begin
                        RES_temp = 'b0;
                        COUT_temp = 1'b0;
                        OFLOW_temp = 1'b0;
                        G_temp = 1'b0;
                        E_temp = 1'b0;
                        L_temp = 1'b0;
                        ERR_temp = 1'b1;
                   end
                   endcase
               end  
            else if (INP_VALID == 2'b01) begin
                       case(CMD)
                       4'b0100:
                       begin
                           RES_temp = OPA + 1;               
                           OFLOW_temp = RES_temp[WIDTH_O] ? 1 : 0;
                       end
                       4'b0101:
                       begin
                        RES_temp = OPA - 1;                
                            OFLOW_temp = (OPA < 1'b1) ? 1 : 0;
                       end
                       endcase
            end
            else if (INP_VALID == 2'b10) begin
                      case(CMD)
                       4'b0110:
                       begin
                           RES_temp = OPB + 1;              
                           OFLOW_temp = RES_temp[WIDTH_O] ? 1 : 0;
                       end
                       4'b0111:
                       begin
                           RES_temp = OPB - 1;             
                           OFLOW_temp = (OPB < 1'b1) ? 1 : 0;
                       end
                       endcase
            end
            else begin
                ERR_temp = 1'b1;
            end
        end 
        else if (MODE == 1'b0) begin
                    RES_temp = 'b0;
                    COUT_temp = 1'b0;
                    OFLOW_temp = 1'b0;
                    G_temp = 1'b0;
                    E_temp = 1'b0;
                    L_temp = 1'b0;
                    ERR_temp = 1'b0;
                    case (CMD)
                        4'b0000: RES_temp = {1'b0, OPA & OPB}; 
                        4'b0001: RES_temp = {1'b0, ~(OPA & OPB)}; 
                        4'b0010: RES_temp = {1'b0, OPA | OPB}; 
                        4'b0011: RES_temp = {1'b0, ~(OPA | OPB)}; 
                        4'b0100: RES_temp = {1'b0, OPA ^ OPB}; 
                        4'b0101: RES_temp = {1'b0, ~(OPA ^ OPB)}; 
                        4'b0110: RES_temp = {1'b0, ~OPA}; 
                        4'b0111: RES_temp = {1'b0, ~OPB}; 
                        4'b1000: RES_temp = {1'b0, OPA >> 1}; 
                        4'b1001: RES_temp = {1'b0, OPA << 1}; 
                        4'b1010: RES_temp = {1'b0, OPB >> 1}; 
                        4'b1011: RES_temp = {1'b0, OPB << 1}; 
                        4'b1100: 
                        begin
                            shift = OPB % WIDTH_O;
                            RES_temp = {1'b0, (OPA << shift) | (OPA >> (WIDTH_O - shift))};
                            if (|OPB[WIDTH_O-1:4])
                                ERR_temp = 1'b1;
                            else
                                ERR_temp = 1'b0;
                        end
                        4'b1101: 
                        begin
                            shift = OPB % WIDTH_O;
                            RES_temp = {1'b0, (OPA >> shift) | (OPA << (WIDTH_O - shift))};
                            if (|OPB[WIDTH_O-1:4])
                                ERR_temp = 1'b1;
                            else
                                ERR_temp = 1'b0;
                        end
                        default:
                        begin
                            RES_temp = 'b0;
                            COUT_temp = 1'b0;
                            OFLOW_temp = 1'b0;
                            G_temp = 1'b0;
                            E_temp = 1'b0;
                            L_temp = 1'b0;
                            ERR_temp = 1'b1;
                        end
                    endcase
        end
    end 
    else begin
        RES_temp   = 'b0;
        COUT_temp  = 1'b0;
        OFLOW_temp = 1'b0;
        G_temp     = 1'b0;
        E_temp     = 1'b0;
        L_temp     = 1'b0;
        ERR_temp   = 1'b0;
    end
end
endmodule
```

## design/flow/run.sh

```bash
#!/bin/bash
# OpenROAD 26Q1-2900-gdf79404cd8, Yosys 0.63+post, stock flow scripts
make -C /OpenROAD-flow-scripts/flow DESIGN_CONFIG=/design/flow/config.mk WORK_HOME=/design/flow/orfs finish
```

## design/flow/config.mk

```make
export PLATFORM = sky130hd
export DESIGN_NAME = ALU_design
export DESIGN_NICKNAME = ALU_design
export VERILOG_FILES = /design/flow/design.v
export SDC_FILE = /design/flow/constraint.sdc
export NUM_CORES = 4
export LEC_CHECK = 1
export CORE_UTILIZATION = 40
```

## design/flow/constraint.sdc

```tcl
current_design ALU_design

set clk_period 6.4
set clk_io_pct 0.2

create_clock -name clk0 -period $clk_period [get_ports {CLK}]

set non_clock_inputs [all_inputs -no_clocks]
set_input_delay [expr $clk_period * $clk_io_pct] -clock clk0 $non_clock_inputs
set_output_delay [expr $clk_period * $clk_io_pct] -clock clk0 [all_outputs]
```

==> flow report <==
===============================================================================
Maximum Capacitance Violations ...................................            0
Setup-violating endpoint count in the final report ...............            0
Synthesized area per cell ........................................    7.746 µm²
Setup Buffers After CTS ..........................................            0
Transition time at the pin with the least slew margin ............     1.098 ns
Number of global-route vias before repair ........................        8,373
Syn Std Cell Area ................................................     8327 µm²
Number of cells on the critical path .............................           17
Die ar. ..........................................................   21,400 µm²
Half-perimeter wire length of the detailed placement result ......    25,540 µm
Power share of the sequential group ..............................        0.222
PwrDens .......................................................... 188.8 nW/µm²
Number of max-slew violations in the final report ................            0
Vertical die dimension ...........................................     146.3 µm
Delay of the slowest cell on the worst path ......................      0.60 ns
Fill cell instance count of the final layout .....................        2,054
Crit path required time ..........................................      6.61 ns
Sequential cell area fraction in the yosys report ................       0.1527
Critical path capture point type .................................    flip-flop
Final weighted congestion of routability-driven global placement .        1.066
Max Buffers Root-to-Sink .........................................            2
Kind of cell adding the most delay to the critical path ..........  adder cells
Final Hold Vio Count .............................................            0
Share of Yosys cell area claimed by the top area cell type .......       0.1142
Cell internal power dissipation ..................................     968.6 µW
Total number of clock tree sinks .................................           54
Portion of total power attributed to the clock network ...........        0.181
Total congestion overflow ........................................            0
YS warnings ......................................................            1
DR pass1 iterations ..............................................            9
Initial antenna violation count ..................................            0
Unrepaired setup endpoints after global routing ..................        false
DR DRC count .....................................................            0
Fin worst setup slack ............................................     1.507 ns
Clk pin slew, worst setup/hold paths .............................      0.08 ns
Number of cell instances on the worst register-to-register path ..           17
Maximum clock skew at final layout ...............................   0.01105 ns
Leak .............................................................     3.823 nW
CP Buf/Inv Count .................................................            3
Number of buffers created by CTS .................................            5
Commonest cells in the netlist ................................... sky130_fd_sc_hd__nand2_1, sky130_fd_sc_hd__nor2_1, sky130_fd_sc_hd__inv_1
Run status ....................................................... complete, no violations
Shortest period the worst path allows ............................     4.893 ns
Horizontal die size ..............................................     146.3 µm
Overall global routing resource usage ............................       0.3218
Routed vias/inst .................................................        6.197
Cell variety after synth .........................................           84
Cell breakdown of the critical path .............................. nand2_1, fa_1, fa_1, inv_1, fa_1, inv_1, fa_1, inv_1, ha_1, nor3_1, nor2_1, a31oi_1, nor2b_1, o21a_1, o41ai_1, xnor2_1, a221o_1
Cell type with the largest total area after synthesis ............ sky130_fd_sc_hd__dfrtp_1
Core outline area ................................................   20,300 µm²
Std-Cell Rows ....................................................           52
Clock tree from TritonCTS ........................................        built
Placed standard-cell area ........................................     9106 µm²
VDD IR-drop max ..................................................  0.0001003 V
P&R area growth vs syn ...........................................       11.31%
Via count ........................................................        8,490
Port Buffers .....................................................           48
Data arrival, critical path ......................................      5.10 ns
Worst slack, placed ..............................................     1.519 ns
Detailed-route wire length .......................................    32,650 µm
Hold Buf Count CTS ...............................................            0
Flip-flop and latch count after synthesis ........................           54
Net Sw Power .....................................................     781.6 µW
Clock latency on the worst-skew pair .............................      0.32 ns
Post-route fraction of the period consumed by the critical path ..       0.7645
Maximum achievable frequency .....................................   0.2044 GHz
Area contributors post-synth ..................................... sky130_fd_sc_hd__dfrtp_1, sky130_fd_sc_hd__ha_1, sky130_fd_sc_hd__fa_1, sky130_fd_sc_hd__nand2_1, sky130_fd_sc_hd__xnor2_1
Hold WS ..........................................................    0.4842 ns
Post-detailed-route wirelength per cell ..........................     23.83 µm
Number of cell instances after yosys synthesis ...................        1,075
Fraction of registers with async set or reset after synthesis ....       0.7037
Number of synthesized flops with an enable pin ...................            0
Worst Setup Start Kind ...........................................    flip-flop
Count of antenna diodes in the layout ............................            0
Final Instance Area ..............................................     9269 µm²
Dominant cell type by count on the critical path ................. sky130_fd_sc_hd__fa_1
Number of I/O pins ...............................................           49
Starting density of the core .....................................       0.4102
Hold Crit Class .................................................. flip-flop to flip-flop
Leading cell type by number of instances after synthesis ......... sky130_fd_sc_hd__nand2_1
Switching Share ..................................................       0.4466
Relative slew slack ..............................................       0.2615
CTS HTree Levels .................................................            2
Chip area in the Yosys report ....................................     8327 µm²
Slowest cell on the critical path ................................ sky130_fd_sc_hd__fa_1
Largest net degree at the start of global routing ................           41
Count of warning messages emitted by the tools ...................           48
Depth of the worst hold-timing path ..............................            1
Root Buffer ...................................................... sky130_fd_sc_hd__clkbuf_16
Setup Crit Path Kind ............................................. flip-flop to flip-flop
Global-route wire length before repair ...........................    50,640 µm
Combinational group share of total power .........................        0.597
Mapped Cells .....................................................        1,075
Primary flip-flop cell chosen by synthesis mapping ............... sky130_fd_sc_hd__dfrtp_1
Summed negative setup slack over all endpoints ...................         0 ns
Share of layout cells above drive strength 1 .....................      0.05273
Count of cells resized by post-cts repair ........................            0
Number of nets with antenna violations after routing .............            0
Maximum fanout along the worst path ..............................            8
DRC marker count from the first detailed-route iteration .........          800
===============================================================================
==> metal layers <==
metal / up-vias / wire length, µm / part of all wire / GRT usage
met4: 0 / 1998 / 0.061 / 0.1620
met1: 3993 / 13430 / 0.41 / 0.4506
met3: 100 / 2448 / 0.075 / 0.04204
li1: 3922 / - / - / -
met2: 475 / 14770 / 0.45 / 0.4969
met5: - / 0 / 0 / 0
==> state kept, by name, indices dropped and copies added, names as in the netlist <==
signal / flops
L: 1
OFLOW: 1
G: 1
COUT: 1
E: 1
RES: 16
OPB_2: 8
OPA: 8
OPB: 8
OPA_2: 8
ERR: 1
==> power groups by stage <==
stage / clock [mW] / sequential, mW / combinational, mW
4_1_cts: 0.330 / 0.389 / 1.04
5_1_grt: 0.335 / 0.393 / 1.16
6_report: 0.317 / 0.389 / 1.04
==> final timing paths <==
check / slack [ns] / from / to
max in group asynchronous: 4.59 / RST / OPA[0]$_DFF_PP0_
setup / recovery: 1.51 / OPB_2[7]$_DFF_P_ / RES[14]$_DFFE_PP0P_
hold / removal: 0.48 / L$_DFFE_PP0P_ / L$_DFFE_PP0P_
hold reg to reg: 0.48 / L$_DFFE_PP0P_ / L$_DFFE_PP0P_
setup reg to reg: 1.51 / OPB_2[7]$_DFF_P_ / RES[14]$_DFFE_PP0P_
min in group asynchronous: 1.42 / RST / RES[2]$_DFFE_PP0P_
==> kinds of logic after synthesis <==
group,Yosys count,synth area share
buf+inv,145,0.06837
flops,54,0.1527
mux,26,0.03636
simple gates,368,0.2158
xor+xnor,60,0.06491
fa+ha+maj,111,0.2029
compound gates,311,0.2591
==> through the flow <==
step	utilization	std cells	power [mW]
2_1_floorplan	-	1075	1.121
3_3_place_gp	0.4486	1362	1.434
3_5_place_dp	0.4486	1362	1.426
4_1_cts	0.4566	1370	1.756
5_1_grt	0.4566	1370	1.886
6_report	0.4566	1370	1.750
==> area by class of cell <==
type                            instances  area [µm²]  share of cell area
Tap cell                              270       337.8             0.03645
Timing Repair Buffer                   72       673.1             0.07262
Multi-Input combinational cell        876        6486              0.6998
Clock buffer                            7       132.6             0.01431
Inverter                               90       337.8             0.03645
Sequential cell                        54        1271              0.1371
Clock inverter                          1       30.03            0.003240
==> cells in the final DEF, fill, tap and decap left out, types with 8 or more instances in the layout <==
cell,Yosys,routed
sky130_fd_sc_hd__clkdlybuf4s50_1,0,48
sky130_fd_sc_hd__o22ai_1,22,22
sky130_fd_sc_hd__a221oi_1,13,13
sky130_fd_sc_hd__xor2_1,17,17
sky130_fd_sc_hd__o21ai_0,51,51
sky130_fd_sc_hd__nand3_1,29,29
sky130_fd_sc_hd__nor3_1,27,27
sky130_fd_sc_hd__a22oi_1,11,11
sky130_fd_sc_hd__nor2b_1,12,12
sky130_fd_sc_hd__buf_4,0,23
sky130_fd_sc_hd__nand2b_1,11,11
sky130_fd_sc_hd__a211oi_1,13,13
sky130_fd_sc_hd__xnor2_1,41,41
sky130_fd_sc_hd__o21ai_1,10,10
sky130_fd_sc_hd__a221o_1,8,8
sky130_fd_sc_hd__o211ai_1,12,12
sky130_fd_sc_hd__fa_1,40,40
sky130_fd_sc_hd__a21oi_1,58,58
sky130_fd_sc_hd__dfrtp_1,38,38
sky130_fd_sc_hd__nand4_1,8,8
sky130_fd_sc_hd__nand2_1,106,106
sky130_fd_sc_hd__nor2_1,86,86
sky130_fd_sc_hd__and2_1,54,54
sky130_fd_sc_hd__ha_1,71,71
sky130_fd_sc_hd__inv_1,80,79
sky130_fd_sc_hd__dfxtp_1,16,16
sky130_fd_sc_hd__a31oi_1,14,14
sky130_fd_sc_hd__a21o_1,11,11
sky130_fd_sc_hd__mux2i_1,19,19
Power figures rest on the tool's default switching activity, not on a simulated workload.
